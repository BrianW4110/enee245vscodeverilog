[design/flow/run.sh]
#!/bin/bash
# OpenROAD 26Q1-2900-gdf79404cd8, Yosys 0.63+post, stock flow scripts
make -C /OpenROAD-flow-scripts/flow DESIGN_CONFIG=/design/flow/config.mk WORK_HOME=/design/flow/orfs finish
[design/flow/config.mk]
export PLATFORM = sky130hd
export DESIGN_NAME = vendingMachineController
export DESIGN_NICKNAME = vendingMachineController
export VERILOG_FILES = /design/flow/design.v
export SDC_FILE = /design/flow/constraint.sdc
export NUM_CORES = 4
export LEC_CHECK = 1
export CORE_AREA = 10 10 70 70
export DIE_AREA = 0 0 80 80
[design/flow/constraint.sdc]
current_design vendingMachineController

set clk_period 3.4
set clk_io_pct 0.2

create_clock -name clk0 -period $clk_period [get_ports {clk}]

set non_clock_inputs [all_inputs -no_clocks]
set_input_delay [expr $clk_period * $clk_io_pct] -clock clk0 $non_clock_inputs
set_output_delay [expr $clk_period * $clk_io_pct] -clock clk0 [all_outputs]
[design/flow/design.v]
module vendingMachineController(
input wire clk,
input wire clr,
input wire [6:0] user_input,
input wire [2:0] BTN,
output reg [7:0] amount_change,
output reg [7:0] product_price,
output reg [3:0] LD
);
reg [3:0] ps, next_state;  
parameter A0 = 4'b0000, A5 = 4'b0001, A10 = 4'b0010, A15 = 4'b0011, 
A20 = 4'b0100, A25 = 4'b0101, A30 = 4'b0110, A35 = 4'b0111;
parameter C0 = 4'b1000, C5 = 4'b1001, C10 = 4'b1010, C15 = 4'b1011, 
C20 = 4'b1100;
parameter n = 7'b0000001, d = 7'b0000010, q = 7'b0000100, 
d1 = 7'b0001000, d2 = 7'b0010000, d3 = 7'b0100000, d4 = 7'b1000000;
reg [6:0] drink;
always @(*)
    begin
        case(ps)
            A0: begin
                if (BTN == n)
                    next_state = A5;
                else if (BTN == d)
                    next_state = A10;
                else if (BTN == q)
                    next_state = A25; 
                else
                    next_state = A0;
            end
            A5: begin
                if (BTN == n)
                    next_state = A10;
                else if (BTN == d)
                    next_state = A15;
                else if (BTN == q)
                    next_state = A30; 
                else
                    next_state = A5;
            end
            A10: begin
                if (BTN == n)
                    next_state = A15;
                else if (BTN == d)
                    next_state = A20;
                else if (BTN == q)
                    next_state = A35; 
                else
                    next_state = A10;
            end
            A15: begin
                if (BTN == n)
                    next_state = A20;
                else if (BTN == d)
                    next_state = A25;
                else if (BTN == q)
                    next_state = A35;
                else if (user_input == d1)
                    next_state = C0; 
                else
                    next_state = A15;
            end
            A20: begin
                if (BTN == n)
                    next_state = A25;
                else if (BTN == d)
                    next_state = A30;
                else if (BTN == q)
                    next_state = A35;
                else if (user_input == d1)
                    next_state = C5;
                else if (user_input == d2)
                    next_state = C0;  
                else
                    next_state = A20;
            end
            A25: begin
                if (BTN == n)
                    next_state = A30;
                else if (BTN == d)
                    next_state = A35;
                else if (BTN == q)
                    next_state = A35;
                else if (user_input == d1)
                    next_state = C10;
                else if (user_input == d2)
                    next_state = C5;
                else if (user_input == d3)
                    next_state = C0;  
                else
                    next_state = A25;
            end
            A30: begin
                if (user_input == d1)
                    next_state = C15;
                else if (user_input == d2)
                    next_state = C10;
                else if (user_input == d3)
                    next_state = C5;
                else if (user_input == d3)
                    next_state = C0;
                else if (user_input == 0)
                    next_state = A30;  
                else  
                    next_state = A35;
            end
            A35: begin
                if (user_input == d1)
                    next_state = C20;
                else if (user_input == d2)
                    next_state = C15;
                else if (user_input == d3)
                    next_state = C10;
                else if (user_input == d3)
                    next_state = C5;
                else  
                    next_state = A35;
            end
            C0:
                next_state = A0;
            C5:
                next_state = A0;
            C10:
                next_state = A0;
            C15:
                next_state = A0;
            C20:
                next_state = A0;
            default next_state <= A0;
        endcase
    end
always @(posedge clk or posedge clr)
    begin
        if (clr == 1)
            ps <= A0;
        else
            ps <= next_state;
    end
always @(posedge clk or posedge clr)
    begin
        if (clr == 1)
            ps <= A0;
        else    
            begin
                drink = user_input - BTN;
                if (drink == d1)
                    product_price = 15;
                else if (drink == d2)
                    product_price = 20;
                else if (drink == d3)
                    product_price = 25;
                else if (drink == d4)
                    product_price = 30;
                else
                    product_price = 0;
                case(ps)
                A0: begin
                    amount_change = 0;
                    LD = 4'b0000;  
                end
                A5:
                    amount_change = 5;
                A10:
                    amount_change = 10;
                A15:
                    amount_change = 15;
                A20:
                    amount_change = 20;
                A25:
                    amount_change = 25;
                A30:
                    amount_change = 30;
                A35:
                    amount_change = 35;
                C0: begin
                    if (drink == d1)
                        LD = 4'b0001;
                    else if (drink == d2)
                        LD = 4'b0010;
                    else if (drink == d3)
                        LD = 4'b0100;
                    else if (drink == d4)
                        LD = 4'b1000;
                    amount_change = 0;
                end
                C5: begin
                    if (drink == d1)
                        LD = 4'b0001;
                    else if (drink == d2)
                        LD = 4'b0010;
                    else if (drink == d3)
                        LD = 4'b0100;
                    else if (drink == d4)
                        LD = 4'b1000;
                    amount_change = 5;
                end
                C10: begin
                    if (drink == d1)
                        LD = 4'b0001;
                    else if (drink == d2)
                        LD = 4'b0010;
                    else if (drink == d3)
                        LD = 4'b0100;
                    amount_change = 10;
                end
                C15: begin
                    if (drink == d1)
                        LD = 4'b0001;
                    else if (drink == d2)
                        LD = 4'b0010;
                    amount_change = 15;
                end
                C20: begin
                    if (drink == d1)
                        LD = 4'b0001;
                    amount_change = 20;
                end
                default amount_change = 0;
                endcase
            end
    end
endmodule
==> changes_impl.md <==
### Changed

* Initial DRC count at 10
* Initial antenna violation count at 0
* Total of max-cap violations at 0
* Clock slew at reported path FFs at 0.04 ns
* # DRC at 0
* Area growth, synth to finish at 30.8%
* Distinct lib cells used at 29
* TritonCTS Buffers at 3
* Clk network pwr share at around a third
* GP Congestion at 0.715
* FILL cells at around 380
* Sink Count at 5
* Critical path arrival at between 2 and 3 ns
* 1st-pass router iterations at 3
* Hold Crit Start: clr
* Synth Register Bits at 5
* Clk buf depth at 2
* CTS root buffer: clkbuf_4
* Crit-path max FO at 8
* Post-CTS setup buffers at 0
* Synth area leader: edfxtp_1
* ANT cells at 0
* Crit path cell chain: clkdlybuf4s50_1 > inv_1 > ha_1 > nor2_1 > a21oi_2 > and2_4 > or4_1 > a21oi_1
* Warning total across the stage logs at 25
* Largest net degree at the start of global routing at 12
* Switching Fraction at 24.5%
* GRT overflow at 0
* Total routed wirelength at between 1 and 1.5 mm
* Fin crit share at 71.0%
* Crit path largest cell delay at 0.49 ns
* CP max-delay cell: or4_1
* Critical path startpoint: BTN[2]
* Share of power burned in registers at between 30 and 40%
* HPWL after detailed placement at approximately 990 um
* Final Util at around a fifth
* Synth Warn # at 9
* Post-synth seq share at between 20% and 30%
* # setup viols final at 0
* Number of global-route vias before repair at around 470
* Hold WC Path Type: in2reg
* Drt wl/cell at slightly below 9 um
* CTS tree: done
* Setup_tns at 0 ns
* Worst Setup EP: product_price[3]
* Vias/cell at around 3.3
* Max frequency at between 400 and 500 MHz
* Setup crit end kind: flip-flop
* Fraction of layout cells with a size suffix above 1 at a little under a tenth
* Port bufs at 16
* Avg Cell Area, Syn at about 8 sq um
* Cells after synthesis at a little under 70
* Cts hold-fix bufs at 0
* Die width at 80 um
* PD cells at ~270 mW/mm^2
* Routed via count at about 440
* Commonest Layout Cell: clkdlybuf4s50_1
* IO Pins at 32
* Yosys Instances at just under 70
* Worst Setup Start Kind: input pin
* RSZ-0062 raised after global routing: no
* Fin. Hold Viols at 0
* First-pass GRT wire length at ~1.8 mm
* Chip area in the Yosys report at between 500 and 600 sq um
* Static leakage at roughly 0.28 nW
* VDD IR max at about 0.000065 V
* Max-area cell share at between 20% and 30%
* Max reg flops at 5
* Rows at 21
* Resized cells post-CTS at 0
* Mapped Area at between 500 and 600 sq um
* Internal at ~150 uW
* GRT Resource Usage Total at 3.45%
* Htree depth at 1
* Gate power share at between 20 and 30%
* NetSw at around 48 uW
* Chip area at 0.00640 sq mm
* Max Slew Vio Count at 0
* Kind of critical path: in2reg
* Crit path DRT at around 3.5 ns
* DRT antenna net count at 0
* Status: finished clean
* Top cells, area: edfxtp_1 (27%), buf_4 (20%), ha_1 (6.7%)
* Core area at ~0.0034 sq mm
* Core Util at FP at between 10% and 20%
* Min Clock Period, post-route at approximately 2.4 ns
* Die H at about 80 um
* Top cells excl fill/tap: clkdlybuf4s50_1 (16), conb_1 (15), nor2_1 (5), inv_1 (5), edfxtp_1 (5)
==> how the worst min path moves through the flow <==
| stage | end | cells after the start |
|---|---|---|
| after CTS | product_price[4] | 2 |
| after global routing | product_price[1] | 2 |
| final | product_price[4] | 2 |
==> power groups by stage <==
stage	sequential, mW	combinational [mW]	clock (mW)
finish	0.0731	0.0572	0.0662
global route	0.0735	0.0657	0.0732
CTS	0.0732	0.0586	0.0696
==> cells in the mapped netlist, drive strengths merged <==
cell	instances
a21oi	3
a22oi	1
a311oi	1
a31oi	2
and2	1
buf	16
clkbuf	2
conb	1
edfxtp	5
ha	3
inv	5
nand2	1
nand2b	3
nand3	2
nand4	1
nor2	6
nor3	2
nor3b	1
nor4	1
o21ai	4
or2b	1
or3	1
or3b	1
or4	1
xnor2	2
xor2	1
==> final cells by class <==
class	count	area, sq um	area share (%)
Clock buffer	4	26.3	3.61
Inverter	5	18.8	2.58
Multi-Input combinational cell	54	315	43.3
Sequential cell	5	150	20.6
Tap cell	46	57.6	7.90
Timing Repair Buffer	16	160	22.0
==> routing by layer <==
metal,share of wire (%),GRT usage [%],vias to the layer above
met3,14,2.16,0
met4,0,0.528,0
met5,0,0,-
li1,-,-,235
met2,38,5.14,25
met1,48,4.20,175
==> worst max-delay path: cells and delay by family <==
kind,cells,cell delay (ns)
AOI/OAI and AO/OA,2,0.23
and+or+nand+nor,3,0.80
buffers and inverters,2,0.49
adders and majority gates,1,0.29
==> through the flow <==
step                std cells  hold slack (ns)  power, mW  worst slack (ns)  cell area [sq um]
floorplan                  82            0.930      0.118              1.28                609
global placement          126             1.39      0.132             0.745                702
detailed placement        126             1.38      0.132             0.757                702
CTS                       130             1.14      0.201             0.994                728
finish                    130             1.15      0.197             0.986                728
global route              130             1.20      0.212             0.867                728
==> cells by family (layout without fill, tap and decap cells) <==
| family | Yosys count | in the layout | share of synthesized area, % |
|---|---|---|---|
| AOI/OAI and AO/OA | 11 | 11 | 12.1 |
| DFF | 5 | 5 | 27.0 |
| and+or+nand+nor | 22 | 22 | 22.9 |
| adders and majority gates | 3 | 3 | 6.74 |
| buffers and inverters | 23 | 25 | 25.8 |
| other | 1 | 15 | 0.674 |
| xor gates and xnor gates | 3 | 3 | 4.72 |
Power and IR drop assume default switching activity.
